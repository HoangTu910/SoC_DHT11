==> flow/design.v <==
`timescale 1ns / 1ps
module dht11 (
    input clk50M,
    inout io_dht11,
    output [31:0] dht11_data,
    output reg dht11_data_valid
);
    reg o_dht11;
    reg dht11_o_en;
    assign io_dht11 = dht11_o_en ? o_dht11 : 1'bz;
    wire clk;  
    clk_1us_gen #(
        .CLK_IN(50)
    ) u_clk_1us_gen (
        .clk(clk50M),
        .clk_out_1us(clk)
    );
    reg rst_n = 0;
    always @(posedge clk) begin
        if (!rst_n) begin
            rst_n <= 1'b1;
        end
    end
    parameter INIT_DELAY_CNT = 3_000_000;
    reg [$clog2(INIT_DELAY_CNT + 1) - 1:0] cnt_3s;
    reg [$clog2(20_000 + 1) - 1:0] cnt;
    reg io_dht11_r;
    reg io_dht11_rr;
    reg io_dht11_rrr;
    always @(posedge clk) begin
        io_dht11_r <= io_dht11;
        io_dht11_rr <= io_dht11_r;
        io_dht11_rrr <= io_dht11_rr;
    end
    wire dht11_pos = (~io_dht11_rrr) && io_dht11_rr;  
    wire dht11_neg = io_dht11_rrr && (~io_dht11_rr);  
    localparam ST_IDLE = 5'b00001;
    localparam ST_CALL = 5'b00010;
    localparam ST_WAIT_NEG = 5'b00100;
    localparam ST_WAIT = 5'b01000;
    localparam ST_READ_DATA = 5'b10000;
    reg [4:0] state, next_state;
    reg [$clog2(64) - 1:0] bits_cnt;
    reg start_cnt_data;
    reg [39:0] recv_data;
    wire recv_data_valid;
    assign dht11_data[31:0] = recv_data[39:8];
    assign recv_data_valid = (recv_data[7:0] != 'h0) && (recv_data[7:0] == (recv_data[39:32] + recv_data[31:24] + recv_data[23:16] + recv_data[15:8]));
    always @(posedge clk) begin
        if (!rst_n) begin
            dht11_data_valid <= 1'b0;
        end else begin
            if (state == ST_IDLE) begin
                if (recv_data_valid) begin
                    dht11_data_valid <= 1'b1;
                end else begin
                    dht11_data_valid <= 1'b0;
                end
            end else begin
                dht11_data_valid <= 1'b0;
            end
        end
    end
    always @(posedge clk) begin
        if (!rst_n) begin
            state <= ST_IDLE;
        end else begin
            state <= next_state;
        end
    end
    always @* begin
        case (state)
            ST_IDLE: begin
                if (cnt_3s == INIT_DELAY_CNT - 1) begin
                    next_state = ST_CALL;
                end else begin
                    next_state = ST_IDLE;
                end
            end
            ST_CALL: begin
                if (cnt == 'd20_000 - 1) begin
                    next_state = ST_WAIT_NEG;
                end else begin
                    next_state = ST_CALL;
                end
            end
            ST_WAIT_NEG: begin
                if (dht11_neg) begin
                    next_state = ST_WAIT;
                end else begin
                    next_state = ST_WAIT_NEG;
                end
            end
            ST_WAIT: begin
                if (dht11_pos) begin
                    next_state = ST_READ_DATA;
                end else begin
                    next_state = ST_WAIT;
                end
            end
            ST_READ_DATA: begin
                if (dht11_pos && bits_cnt == 40) begin
                    next_state = ST_IDLE;
                end else begin
                    next_state = ST_READ_DATA;
                end
            end
            default: next_state = ST_IDLE;
        endcase
    end
    always @(posedge clk) begin
        if (!rst_n) begin
            cnt_3s <= 0;
        end else if (state == ST_IDLE) begin
            if (cnt_3s == INIT_DELAY_CNT - 1) begin
                cnt_3s <= 0;
            end else begin
                cnt_3s <= cnt_3s + 1'b1;
            end
        end else begin
            cnt_3s <= 0;
        end
    end
    always @(posedge clk) begin
        if (!rst_n) begin
            cnt <= 0;
        end else if (state == ST_CALL) begin
            if (cnt == 'd20_000 - 1) begin
                cnt <= 0;
            end else begin
                cnt <= cnt + 1'b1;
            end
        end else if (state == ST_READ_DATA) begin
            if (dht11_neg) begin
                cnt <= 0;
            end else if (start_cnt_data) begin
                cnt <= cnt + 1'b1;
            end else begin
                cnt <= 0;
            end
        end else begin
            cnt <= 0;
        end
    end
    always @(posedge clk) begin
        if (!rst_n) begin
            start_cnt_data <= 1'b0;
        end else if (state == ST_READ_DATA) begin
            if (dht11_pos) begin
                start_cnt_data <= 1'b1;
            end else if (dht11_neg) begin
                start_cnt_data <= 1'b0;
            end
        end else begin
            start_cnt_data <= 1'b0;
        end
    end
    always @(posedge clk) begin
        if (!rst_n) begin
            bits_cnt <= 0;
        end else if (state == ST_READ_DATA) begin
            if (dht11_neg && (cnt > 0)) begin
                bits_cnt <= bits_cnt + 1'b1;
            end
        end else begin
            bits_cnt <= 0;
        end
    end
    always @(posedge clk) begin
        if (!rst_n) begin
            recv_data <= 40'h0;
        end else if (state == ST_READ_DATA && (dht11_neg && (cnt > 0))) begin
            if (cnt > 50) begin
                recv_data <= {recv_data[38:0], 1'b1};
            end else begin
                recv_data <= {recv_data[38:0], 1'b0};
            end
        end
    end
    always @(posedge clk) begin
        if (!rst_n) begin
            o_dht11 <= 1'b1;
            dht11_o_en <= 1'b1;
        end else begin
            case (state)
                ST_IDLE: begin
                    o_dht11 <= 1'b1;
                    dht11_o_en <= 1'b0;
                end
                ST_CALL: begin
                    o_dht11 <= 1'b0;
                    dht11_o_en <= 1'b1;
                end
                ST_WAIT_NEG, ST_WAIT, ST_READ_DATA: begin
                    o_dht11 <= 1'b1;
                    dht11_o_en <= 1'b0;
                end
            endcase
        end
    end
endmodule
module HEX (
    input wire [7:0] value,     
    output reg [6:0] hex        
);
    always @(*) begin
		 case(value)
			  8'h00: hex = 7'b1000000;  
			  8'h01: hex = 7'b1111001;  
			  8'h02: hex = 7'b0100100;  
			  8'h03: hex = 7'b0110000;  
			  8'h04: hex = 7'b0011001;  
			  8'h05: hex = 7'b0010010;  
			  8'h06: hex = 7'b0000010;  
			  8'h07: hex = 7'b1111000;  
			  8'h08: hex = 7'b0000000;  
			  8'h09: hex = 7'b0010000;  
			  8'h0A: hex = 7'b0001000;  
			  8'h0B: hex = 7'b0000011;  
			  8'h0C: hex = 7'b1000110;  
			  8'h0D: hex = 7'b0100001;  
			  8'h0E: hex = 7'b0000110;  
			  8'h0F: hex = 7'b0001110;  
			  default: hex = 7'b1111111;  
		 endcase
	end
endmodule
module Top (
    input CLOCK_50,             
    input reset,                
    inout wire io_dht11,        
    output wire [6:0] HEX0,     
    output wire [6:0] HEX1,     
    output wire [6:0] HEX2,     
    output wire [6:0] HEX3      
);
    wire [31:0] dht11_data;     
    wire valid;                 
    dht11 dht11_inst (
        .clk50M(CLOCK_50),
        .io_dht11(io_dht11),
        .dht11_data(dht11_data),
        .dht11_data_valid(valid)
    );
    wire [7:0] humidity = dht11_data[31:24];   
    wire [7:0] temperature = dht11_data[15:8];  
    HEX hex3_inst (
        .value(humidity / 10),  
        .hex(HEX3)
    );
    HEX hex2_inst (
        .value(humidity % 10),  
        .hex(HEX2)
    );
    HEX hex1_inst (
        .value(temperature / 10), 
        .hex(HEX1)
    );
    HEX hex0_inst (
        .value(temperature % 10), 
        .hex(HEX0)
    );
endmodule
module clk_1us_gen (
    input clk,
    output clk_out_1us
);
    parameter CLK_IN = 50;
    reg [$clog2(CLK_IN+1)-1:0] cnt = 0;
    always @(posedge clk) begin
        if (cnt == CLK_IN - 1) 
            cnt <= 0;
        else 
            cnt <= cnt + 1;
    end
    assign clk_out_1us = (cnt < CLK_IN / 2) ? 1'b1 : 1'b0;
endmodule
==> flow/run.sh <==
#!/bin/bash
# OpenROAD 26Q1-2900-gdf79404cd8, Yosys 0.63+post, stock flow scripts
make -C /OpenROAD-flow-scripts/flow DESIGN_CONFIG=/design/flow/config.mk WORK_HOME=/design/flow/orfs finish
==> flow/config.mk <==
export PLATFORM = sky130hd
export DESIGN_NAME = Top
export DESIGN_NICKNAME = Top
export VERILOG_FILES = /design/flow/design.v
export SDC_FILE = /design/flow/constraint.sdc
export NUM_CORES = 4
export LEC_CHECK = 1
export CORE_UTILIZATION = 30
==> flow/constraint.sdc <==
current_design Top

set clk_period 5.6
set clk_io_pct 0.2

create_clock -name clk0 -period $clk_period [get_ports {CLOCK_50}]

set non_clock_inputs [all_inputs -no_clocks]
set_input_delay [expr $clk_period * $clk_io_pct] -clock clk0 $non_clock_inputs
set_output_delay [expr $clk_period * $clk_io_pct] -clock clk0 [all_outputs]
==> impl_metrics.env <==
# implementation run metrics
export IMPL_synth_cells_yosys=1002
export IMPL_synth_async_reset_ratio_pct=0
export IMPL_enable_flop_cells=0
export IMPL_fp_util_pct=30.6
export IMPL_synthCells=1002
export IMPL_post_cts_setup_buffers=0
export IMPL_die_size_x_um=160
export IMPL_numCtsBuffers=3
export IMPL_error_line="[error] [KeplerFormal.cpp:679] Workflow failed: Iso has multiple drivers: .io_dht110, io_dht11$_SDFFE_NN1P_.Q0"
export IMPL_row_count=57
export IMPL_step_where_the_flow_halted="clock tree synthesis (4_1_cts)"
export IMPL_dpl_cell_count=1312
export IMPL_cts_root_buf="clkbuf_16"
export IMPL_pre_cts_slack_ns=4.46
export IMPL_post_cts_resized=0
export IMPL_cts_hold_fix_buffers=0
export IMPL_netlist_cell_type_count=87
export IMPL_count_of_buffers_from_port_buffering=28
export IMPL_finalWeightedCongestion=0.905
export IMPL_untimed_endpoints=122
export IMPL_fp_dieH_um=160
export IMPL_yosysChipArea_um2=7470
export IMPL_syn_avg_cell_area_um2=7.45
export IMPL_synthesis_area_um2=7470
export IMPL_top_level_ports=31
export IMPL_clock_tree_htree_level_count=1
export IMPL_synth_seq_cells=100
export IMPL_synth_main_ff_cell="dfxtp_1"
export IMPL_post_dp_hpwl_um=11100
export IMPL_synth_sequential_area_ratio_pct=26.8
export IMPL_synth_warnings=8
export IMPL_unclocked_regs=94
export IMPL_maximum_clock_insertion_buffer_count=2
export IMPL_status="did not finish"
-- logic make-up after synthesis --
| logic type | after synthesis | share of synthesized area [%] |
|---|---|---|
| simple gates | 414 | 26.1 |
| xor+xnor | 48 | 5.63 |
| mux | 14 | 1.94 |
| flops | 100 | 26.8 |
| fa+ha+maj | 46 | 7.64 |
| buf+inv | 93 | 5.01 |
| compound gates | 286 | 26.8 |
| other cells | 1 | 0.0502 |
-- stage by stage --
stage          cell area (um2)  hold slack [ns]  util (%)  power, mW
2_1_floorplan             7470            0.445         -     0.0437
3_3_place_gp              8030            0.463      32.9     0.0437
3_5_place_dp              8030            0.478      32.9     0.0437
-- synthesized netlist by cell type (4+ instances only) --
cell      instances  area share, %
xnor2_1          21            2.5
nor2_1           94            4.7
nand3b_1          4           0.40
nor2b_1          13            1.1
a21oi_1          59            4.0
a21boi_0         44            4.4
mux2i_1          10            1.3
o21ai_0          48            3.2
o21a_1           12            1.2
nor3_1           17            1.1
ha_1             44            7.4
o22ai_1           8           0.67
o221ai_1          6           0.70
inv_1            39            2.0
o21ai_1           6           0.40
and3_1           13            1.1
clkbuf_1         44            2.2
o211ai_1         11            1.1
a221o_1           5           0.67
nand2_1         151            7.6
a31oi_1          11           0.92
nand2b_1         16            1.3
nand3_1          50            3.4
xor2_1           27            3.2
nor3b_1           6           0.60
buf_2             5           0.33
a211o_1           4           0.47
dfxtp_1         100             27
a311oi_1          5           0.59
nand4_1          14            1.2
a211oi_1          9           0.90
or3_1             5           0.42
and2_1            4           0.33
a21o_1            7           0.70
mux2_2            4           0.60
No activity file was given, so power comes from the tool's default toggle rates.
